==> flow/design.v <==
module aludec (
		input  logic [10:0] funct,  
		input  logic [1:0]  aluop,  
		output logic [3:0] alucontrol
	);
	always_comb
		if (aluop == 2'b00)  
			alucontrol = 4'b0010;
		else if (aluop == 2'b01)  
			alucontrol = 4'b0111; 
		else if((aluop == 2'b10) & (funct == 11'b10001011000))  
			alucontrol = 4'b0010;
		else if((aluop == 2'b10) & (funct == 11'b11001011000))  
			alucontrol = 4'b0110;
		else if((aluop == 2'b10) & (funct == 11'b10001010000))  
			alucontrol = 4'b0000;
		else if((aluop == 2'b10) & (funct == 11'b10101010000))  
			alucontrol = 4'b0001;
		else
			alucontrol = 4'b0000;
endmodule
==> flow/run.sh <==
#!/bin/bash
# OpenROAD 26Q1-2900-gdf79404cd8, Yosys 0.63+post, stock flow scripts
make -C /OpenROAD-flow-scripts/flow DESIGN_CONFIG=/design/flow/config.mk WORK_HOME=/design/flow/orfs finish
==> flow/config.mk <==
export PLATFORM = sky130hd
export DESIGN_NAME = aludec
export DESIGN_NICKNAME = aludec
export VERILOG_FILES = /design/flow/design.v
export SDC_FILE = /design/flow/constraint.sdc
export NUM_CORES = 4
export LEC_CHECK = 1
export CORE_AREA = 10 10 70 70
export DIE_AREA = 0 0 80 80
==> flow/constraint.sdc <==
current_design aludec

set clk_period 1.2
set clk_io_pct 0.2

create_clock -name clk0 -period $clk_period

set non_clock_inputs [all_inputs -no_clocks]
set_input_delay [expr $clk_period * $clk_io_pct] -clock clk0 $non_clock_inputs
set_output_delay [expr $clk_period * $clk_io_pct] -clock clk0 [all_outputs]
==> CHANGELOG.md <==
## Flow update

* Synth Seq Share at 0
* Violated checks: setup timing
* Clock network power share at 0
* Clkbuf count at 0
* Yosys warnings at 1
* Row count at 21
* Total wire length at 556 um
* Type of the worst setup path: in -> out
* Required @ worst endpoint at 0.96 ns
* Vias in the first global route at 195
* Post-synth top cells: nand2b_1 (2), o21ai_0 (2)
* Drt initial violations at 0
* Pin count of the biggest net entering global routing at 4
* Core ar. at ~3400 sq um
* P&R area growth vs syn at 247%
* Cell taking the most area after synthesis: nor4b_2
* Die span in x at 80 um
* Sequential power share at 0
* CP cell instances: clkdlybuf4s50_1, nand2b_1, o31ai_4, buf_2
* CP startpoint kind: primary input
* Net Sw Frac at 0.322
* # Max-Cap Violations at 0
* CP bufs+invs at 2
* Final WS setup at -0.276 ns
* Vias at roughly 170
* # IOs at 17
* Post-synth area hogs: nor4b_2 (16%), and4bb_2 (13%), nand2b_1 (13%)
* Crit path max-delay family: buffers and inverters
* Pins Over Slew Limit at 0
* Post-Syn Area per Cell at 7.22 sq um
* CP max stage delay at approximately 0.42 ns
* Status: finished with violations
* Overflow left after global routing at 0
* Power Total at 64.8 uW
* Final period util at 1.23
* GRT Total Usage at 0.0157
* CTS hold repair buffers at 0
* Final hold violations at 0
* Flop count at 0
* Yosys cell count at 13
* Synthesized area at 93.8 sq um
* Cell Type Count at 11
* Combinational Area at 108 sq um
* Fin Hold WS at 0.816 ns
* Crit-path max FO at 2
* Comb power frac at 1.000
* # setup viols final at 3
* Switching power at 20.9 uW
* Initial DRT Pass Iterations at 1
* Vias/cell at 2.18
* Worst-path cell with the longest stage delay: clkdlybuf4s50_1
* Die Y-Extent at 80 um
* Routed len/inst at 7.13 um
* GPL Wtd Cong at 0.838
* Dpl cell area at 312 sq um
* Yosys stat area at roughly 94 sq um
* Cells after Synth at 13
* PD cells at between 150 and 200 nW/um^2
* Antenna viol nets, final at 0
* Min Tclk post-route at around 1.5 ns
* LEAKAGE at 0.129 nW
* Diodes inserted at 0
* Maximum clock frequency at 678 MHz
* Layout cells sized above 1 at 0.594
* Tool warnings at 34
* Internal power at approximately 44 uW
* Initial antenna violation count at 0
* Design Area, Final at 325 sq um
* FP Util at 0.0275
* Die ar. at 6400 sq um
* Fill count at 404
* Register area at 0 sq um
* HP Class: in -> out
* Worst Setup End Kind: output port
* RSZ-0062 raised after global routing: true
* DRC at 0
* Top cell area share at 0.160
* First-pass GRT wire length at between 800 and 900 um
* Worst EP arrival at 1.24 ns
* Max VDD drop at 13.8 uV
* I/O Buffers at 16
timing repair:
action,4_1_cts,5_1_grt
gates resized,45,3
setup buffers,3,0
pin swaps,6,2
endpoints found under the setup margin,3,3
stage by stage:
stage / util / worst slack [ns] / TNS (ns) / instances
finish: 0.0952 / -0.276 / -0.594 / 78
global route: 0.0952 / -0.365 / -0.875 / 78
CTS: 0.0945 / -0.270 / -0.624 / 78
detailed placement: 0.0912 / -0.954 / -2.65 / 75
global placement: 0.0912 / -0.952 / -2.65 / 75
floorplan: - / 0.136 / 0 / 13
logic make-up after synthesis:
logic type,Yosys count,synth area share
simple gates,7,0.600
compound gates,3,0.240
buf+inv,2,0.120
other cells,1,0.0400
power by group through the flow:
| stage | Clock, mW | Combinational (mW) | Sequential, mW |
|---|---|---|---|
| final | 0 | 0.0648 | 0 |
| after global routing | 0 | 0.0708 | 0 |
| after CTS | 0 | 0.0642 | 0 |
worst min-delay path, cell delays in order:
cell and delay [ns]:
buf_6 0.07, nand2b_1 0.10, o21ai_2 0.07, buf_2 0.09
layer usage:
| metal | up-vias | share of wire | global-route usage |
|---|---|---|---|
| met5 | - | 0 | 0 |
| met4 | 0 | 0 | 0 |
| met3 | 0 | 0.17 | 0.00795 |
| met2 | 14 | 0.38 | 0.0257 |
| met1 | 72 | 0.44 | 0.0191 |
| li1 | 84 | - | - |
layout make-up:
cell class | count | share of cell area
Timing Repair Buffer | 20 | 0.481
Multi-Input combinational cell | 11 | 0.331
Tap cell | 46 | 0.177
Inverter | 1 | 0.0115
final timing paths:
check / slack, ns / cells after the start / startpoint / end
max: -0.28 / 4 / funct[8] / alucontrol[2]
min: 0.82 / 4 / aluop[0] / alucontrol[0]
layout by cell type (no fill, tap or decap):
| cell | netlist | layout |
|---|---|---|
| and4bb_2 | 1 | 1 |
| buf_2 | 0 | 6 |
| buf_4 | 1 | 4 |
| buf_6 | 0 | 3 |
| clkbuf_2 | 0 | 1 |
| clkdlybuf4s15_1 | 0 | 1 |
| clkdlybuf4s50_1 | 0 | 3 |
| conb_1 | 1 | 1 |
| dlygate4sd2_1 | 0 | 2 |
| inv_1 | 1 | 1 |
| nand2_1 | 1 | 1 |
| nand2b_1 | 2 | 2 |
| nand4b_1 | 1 | 1 |
| nor2_1 | 1 | 1 |
| nor4b_4 | 0 | 1 |
| o21ai_2 | 0 | 2 |
| o31ai_4 | 0 | 1 |
Power is estimated from default activity; no workload was simulated.
